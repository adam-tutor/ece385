$ cat flow/design.v
module pacman_palette (
	input logic [2:0] index,
	output logic [3:0] red, green, blue
);
logic [11:0] palette [8];
assign {red, green, blue} = palette[index];
always_comb begin
	palette[00] = {4'h0, 4'h0, 4'h0};  
	palette[01] = {4'hF, 4'hB, 4'hF};  
	palette[02] = {4'h0, 4'hA, 4'hE};  
	palette[03] = {4'hF, 4'h7, 4'h1};  
	palette[04] = {4'h0, 4'h1, 4'hB};  
	palette[05] = {4'hF, 4'hF, 4'hF};  
	palette[06] = {4'hF, 4'hF, 4'h0};  
	palette[07] = {4'hE, 4'h0, 4'h1};  
end
endmodule
$ cat flow/run.sh
#!/bin/bash
# OpenROAD 26Q1-2900-gdf79404cd8, Yosys 0.63+post, stock flow scripts
make -C /OpenROAD-flow-scripts/flow DESIGN_CONFIG=/design/flow/config.mk WORK_HOME=/design/flow/orfs finish
$ cat flow/config.mk
export PLATFORM = sky130hd
export DESIGN_NAME = pacman_palette
export DESIGN_NICKNAME = pacman_palette
export VERILOG_FILES = /design/flow/design.v
export SDC_FILE = /design/flow/constraint.sdc
export NUM_CORES = 4
export LEC_CHECK = 1
export CORE_AREA = 10 10 70 70
export DIE_AREA = 0 0 80 80
$ cat flow/constraint.sdc
current_design pacman_palette

set clk_period 1.1
set clk_io_pct 0.2

create_clock -name clk0 -period $clk_period

set non_clock_inputs [all_inputs -no_clocks]
set_input_delay [expr $clk_period * $clk_io_pct] -clock clk0 $non_clock_inputs
set_output_delay [expr $clk_period * $clk_io_pct] -clock clk0 [all_outputs]
==> results.cfg <==
; implementation run metrics
[critical_path]
required_ns = 0.88
cpPeakStageDelay_ns = 0.23
cp_max_fo = 5
arrival_ns = 0.85
crit_path_end_kind = output pin
crit_type = input pin to output pin
crit_chain = buf_8, buf_6, o21a_1, dlygate4sd2_1
slowest_stage = dlygate4sd2_1
worstSetupStartpointType = input pin

[grt]
gr-total-overflow = 0
grt_max_degree = 7
antenna_found_initial = 0
track_usage_pct = 1.755
grt_first_pass_wirelength_um = 938
grt_pass1_vias = 204

[hold_path]
hp-class = input pin to output pin

[logic_synthesis]
yosysWarnings = 2
ys_cells = 19
ys_seq_share_pct = 0
postSynthAreaPerCell_um2 = 7.507
synth_cell_type_count = 13
syn_area_um2 = 142.6
synth_chip_area_um2 = 142.6
syn_inst = 19

[place]
io_buffers = 15
gp_congestion = 0.6894
place_inst = 80
dpl_cell_area_um2 = 346.6
place_hpwl_um = 501.8

[floorplan]
io_pins = 15
rows = 21
die_w_um = 80
fp.dieH_um = 80
dieArea_um2 = 6400
initial_core_util_pct = 4.176
core_um2 = 3416

[power_and_ir_drop]
p_comb_share_pct = 100.0
p_leak_nw = 0.1750
seqPwrFrac_pct = 0
ir_drop_mv = 0.1805
sw_frac_of_total_pct = 33.40
p_per_area_nw_per_um2 = 349.9
p_total_mw = 0.1384
clock_power_share_pct = 0
cell_internal_pwr_mw = 0.09215
p_switching_mw = 0.04620

[final_layout]
regArea_um2 = 0
fillers = 404
lay_top_cells = 10 x dlygate4sd2_1, 5 x buf_6
area.growth.synth_to_final_pct = 177.2
lay_top_count = dlygate4sd2_1
fin_cells = 81
logic_area_um2 = 135.1
ff_count = 0
utilization_pct = 11.58
clockBufferCount = 0
layout-drive-gt1-share_pct = 51.43
design_area_um2 = 395.4

[outcome]
status = completed

[routing]
wl_per_cell_um = 7.062
drc = 0
routed_wl_um = 572
detail-route-antenna-nets = 0
drt_iter0_drc = 4
via_per_inst = 2.259
antenna_cells = 0
drt_first_pass_iters = 2
vias = 183

[sta]
drv_slew = 0
tightest_slew_ns = 0.1070
fmax_mhz = 933.9
setup_viol = 0
min_period_ns = 1.071
rsz0062_at_grt = true
fin_crit_sh_pct = 97.34
slew_headroom_pct = 92.66
holdWs_ns = 0.7903
hold_viol = 0

[cts]
cts-hold-fix-buffers = 0

[run]
openroad.warnings = 33
drv_cap = 0
==> through the flow <==
| stage | setup slack [ns] | TNS [ns] |
|---|---|---|
| after floorplan | 0.1719 | 0 |
| after global placement | -0.7659 | -8.792 |
| after detailed placement | -0.7763 | -8.994 |
| after CTS | 0.02410 | 0 |
| after global routing | -0.001020 | -0.001602 |
| final | 0.02923 | 0 |
==> synth_stat cells <==
master	instances	share of area (%)
a21o_1	1	5.3
buf_4	4	21
buf_6	1	7.9
inv_1	1	2.6
mux2_2	1	7.9
mux2i_1	1	7.0
nand2_1	1	2.6
nand2b_1	1	4.4
nand3_1	1	3.5
nor2_1	1	2.6
o21a_1	2	11
xnor2_1	3	18
xor2_1	1	6.1
==> per-layer routing <==
layer	vias up	global-route usage [%]	share of wire (%)
met5	-	0	0
met4	0	0	0
met3	0	0.9091	20
met2	15	1.766	20
met1	75	3.034	60
li1	93	-	-
==> logic make-up (layout without fill, tap and decap cells) <==
family / after synthesis / in the layout / share of synthesized area, %
buffers and inverters: 6 / 22 / 31.58
xor gates and xnor gates: 4 / 4 / 24.57
and+or+nand+nor: 4 / 4 / 13.15
AOI/OAI and AO/OA: 3 / 3 / 15.79
muxes: 2 / 2 / 14.91
==> power by group through the flow <==
| stage | Clock, mW | Sequential (mW) | Combinational (mW) |
|---|---|---|---|
| 4_1_cts | 0 | 0 | 0.136 |
| 5_1_grt | 0 | 0 | 0.153 |
| 6_report | 0 | 0 | 0.138 |
==> final timing paths <==
check	start	to	slack [ns]	cells past startpoint
min	index[1]	blue[2]	0.79	3
max	index[0]	green[0]	0.03	4
==> final cells by class <==
class	count	share of cell area [%]
timing repair buffer	21	50.32
inverter	1	0.9494
tap	46	14.56
multi-input combinational	13	34.18
==> repair_timing <==
| action | in CTS | in global routing |
|---|---|---|
| pin swaps | 1 | 0 |
| cloned | 0 | 0 |
| endpoints found under the setup margin | 12 | 4 |
| buffers inserted | 1 | 0 |
| gates resized | 45 | 2 |
==> worst max-delay path, delay by kind of cell <==
family                 cells  cell delay (ns)
buffers and inverters      3             0.46
AOI/OAI and AO/OA          1             0.17
Power is estimated from default activity; no workload was simulated.
